--- flow/design.v ---
module uart_in #(CLK_PER_HALF_BIT = 434) (
               input wire rxd,
               output reg[31:0] recv_data,
               output reg recv_valid,
               input wire clk,
               input wire rstn);
   reg [1:0] status;
   reg [31:0] data;
   wire [7:0] rdata;
   wire rx_ready;
   wire ferr;
   localparam s_1 = 0;
   localparam s_2 = 1;
   localparam s_3 = 2;
   localparam s_4 = 3;
   uart_rx #(CLK_PER_HALF_BIT) u2(rdata, rx_ready, ferr, rxd, clk, rstn);
   always @(posedge clk) begin
      if (~rstn) begin
        status <= s_1;
        recv_valid <= 0;
      end else begin
        if (status == s_1 && rx_ready) begin
          recv_data[7:0] <= rdata;
          status <= s_2;
        end else if (status == s_2 && rx_ready) begin
          recv_data[15:8] <= rdata;
          status <= s_3;
        end else if (status == s_3 && rx_ready) begin
          recv_data[23:16] <= rdata;
          status <= s_4;
        end else if (status == s_4 && rx_ready) begin
          recv_data[31:24] <= rdata;
          recv_valid <= 1;
          status <= s_1;
        end
        if (recv_valid) begin
          recv_valid <= 0;
        end
      end
   end
endmodule
`default_nettype none
module uart_rx #(CLK_PER_HALF_BIT = 434) (
               output logic [7:0] rdata,
               output logic       rdata_ready,
               output logic       ferr,
               input wire         rxd,
               input wire         clk,
               input wire         rstn);
   localparam e_clk_bit = CLK_PER_HALF_BIT * 2 - 1;
   localparam e_clk_start_bit = CLK_PER_HALF_BIT-1;
   localparam e_clk_stop_bit = (CLK_PER_HALF_BIT*19)/20 - 1;
   logic [7:0]                  rxbuf;
   logic [3:0]                  status;
   logic [31:0]                 counter;
   logic                        next;
   logic                        start;
   logic                        fin_stop_bit;
   logic                        rst_ctr;
   (* ASYNC_REG = "true" *) reg [2:0] reg1;
   localparam s_wait = 0;
   localparam s_start_bit = 1;
   localparam s_bit_0 = 2;
   localparam s_bit_1 = 3;
   localparam s_bit_2 = 4;
   localparam s_bit_3 = 5;
   localparam s_bit_4 = 6;
   localparam s_bit_5 = 7;
   localparam s_bit_6 = 8;
   localparam s_bit_7 = 9;
   localparam s_stop_bit = 10;
   localparam s_send_bit = 11;
   always @(posedge clk) begin
      if (~rstn) begin
         counter <= 0;
         next <= 0;
         start <=0;
      end else begin
         if (counter == e_clk_bit || rst_ctr) begin
            counter <= 0;
         end else if (status != s_wait) begin
            counter <= counter + 1;
         end
         if (~rst_ctr && counter == e_clk_bit) begin
            next <= 1;
         end else begin
            next <= 0;
         end
         if (~rst_ctr && counter == e_clk_start_bit) begin
            start <= 1;
         end else begin
            start <= 0;
         end
         if (~rst_ctr && counter == e_clk_stop_bit) begin
            fin_stop_bit <= 1;
         end else begin
            fin_stop_bit <= 0;
         end
      end
   end
   always @(posedge clk) begin
       if (~rstn) begin
          rxbuf <= 8'b0;
          rdata <= 8'b0;
          status <= s_wait;
          rst_ctr <= 0;
          ferr <= 0;
          rdata_ready <= 0;
          reg1[0] <= 1;
       end else begin
          rst_ctr <= 0;
          ferr <= 0;
          rdata_ready <= 0;
          reg1 <= {rxd,reg1[2:1]};
          if (status == s_wait) begin
             if (reg1[0] == 0 && reg1[1] == 0 && reg1[2] == 0) begin
               status <= s_start_bit;
               rst_ctr <= 1;
             end
          end else if (status == s_start_bit) begin
             if (start) begin
               status <= s_bit_0;
               rst_ctr <= 1;
             end
          end else if (status == s_stop_bit) begin
             if (next) begin
               if (reg1[0] == 1'b0) begin
                 ferr <= 1;
               end
               status <= s_send_bit;
             end
          end else if (status == s_send_bit) begin
             if (fin_stop_bit) begin
               rdata <= rxbuf;
               rdata_ready <= 1;
               status <= s_wait;
               rst_ctr <= 1;
             end
          end else if (next) begin
               rxbuf <= {reg1[0],rxbuf[7:1]};
               status <= status +1;
           end
       end
    end
endmodule
`default_nettype wire
--- flow/run.sh ---
#!/bin/bash
# OpenROAD 26Q1-2900-gdf79404cd8, Yosys 0.63+post, stock flow scripts
make -C /OpenROAD-flow-scripts/flow DESIGN_CONFIG=/design/flow/config.mk WORK_HOME=/design/flow/orfs finish
--- flow/constraint.sdc ---
current_design uart_in

set clk_period 5.5
set clk_io_pct 0.2

create_clock -name clk0 -period $clk_period [get_ports {clk}]

set non_clock_inputs [all_inputs -no_clocks]
set_input_delay [expr $clk_period * $clk_io_pct] -clock clk0 $non_clock_inputs
set_output_delay [expr $clk_period * $clk_io_pct] -clock clk0 [all_outputs]
--- flow/config.mk ---
export PLATFORM = sky130hd
export DESIGN_NAME = uart_in
export DESIGN_NICKNAME = uart_in
export VERILOG_FILES = /design/flow/design.v
export SDC_FILE = /design/flow/constraint.sdc
export NUM_CORES = 4
export LEC_CHECK = 1
export CORE_UTILIZATION = 40
==> flow_summary.ini <==
; physical design summary
[final_layout]
layout_top_cells = dfxtp_1 (62), nor2_1 (46), clkdlybuf4s50_1 (35), edfxtp_1 (35), nand2_1 (28)
fillers = 852
layout_top_cell = dfxtp_1
area_growth_pct = 15.89
final_layout_size_suffix_gt1_share_pct = 6.931
fin_area_um2 = 4582

[global_routing]
antenna_found_initial = 0
grt_pass1_vias = 2437
grt_max_degree = 33
grt_usage_pct = 14.73
overflow = 0
grt_pass1_wl_um = 11780

[power_and_ir_drop]
cellPowerDensity_nw_per_um2 = 301.0
pwr-share-comb_pct = 11.8
swShare_pct = 27.74
peakVddDrop_v = 0.0001559
pwr-share-seq_pct = 56.1
leakagePower_nw = 1.524
intPower_uw = 996.6
p_sw_uw = 382.6
clkPwrFrac_pct = 32.1

[floorplanning]
pin_count = 36
rows = 35
dieArea_um2 = 10290
die_w_um = 101.4
core_area_um2 = 9415
die_h_um = 101.4
initial_core_util_pct = 41.99

[critical_path]
crit_fanout = 32
worstPathRequired_ns = 5.78
path_class = input pin to flop
r2r_cells = 7
start_kind = input pin
cp-end-kind = flop
critical_path_arrival_ns = 3.44

[run_status]
outcome = finished clean

[worst_hold_path]
hp-class = flop to flop
hold_depth = 1

[routing]
antennaDiodeCount = 0
drt_iter0_drc = 107
drc = 0
vias_per_cell = 5.013
dr_total_vias = 2672
wire_per_inst_um = 12.85
drt_wl_total_um = 6851
drt_pre_antenna_iters = 4
ant_nets = 0

[place]
dpl_cell_area_um2 = 4385
dp_hpwl_um = 4565
place_ws_ns = 1.934
port_buffers = 35
routabilityCongestion = 0.8284

[clock_network]
post-cts-setup-buffers = 0
htreeDepth = 3
cts.path.max_buffers = 2
clkLatencyLatePin_ns = 0.36
ctsResizeCount = 0
cts_root_buf = clkbuf_8
clk_pin_slew_ns = 0.10
cts_hold_buf = 0
numCtsBuffers = 9
cts_tree = built
cts_sinks = 97

[synth]
top_area_share_pct = 31.39
avgSynthCellArea_um2 = 10.77
synth.distinct_cells = 50
yosys.stat.seqShare_pct = 57.97
synth_chip_area_um2 = 3954
area_leaders = dfxtp_1 (31%), edfxtp_1 (27%), nor2_1 (4.4%), mux2i_1 (3.0%), xor2_1 (2.9%)
synthFlopType = dfxtp_1
async_flop_share_pct = 0
ys_ff = 97
top_area_cell = dfxtp_1
yosys_warnings = 2
yosys_cells = 367
syn_area_um2 = 3954
syn_inst = 367
edf_count = 35

[timing]
max_freq_ghz = 0.3167
clock_skew_ns = 0.006658
slew_headroom_pct = 49.88
fin_setup_tns_ns = 0
fin_crit_sh_pct = 57.42
final_max_slew_viol_count = 0
period_needed_ns = 3.158
setup_slack_ns = 2.342
setup-violations-final = 0
rsz0062_at_grt = false
worst_pin_slew_ns = 0.7490
hold_viol_final = 0

[job]
warnings = 29
maxCapViolations = 0
[critical path: stages]
cell	delay (ns)
clkdlybuf4s50_1	0.72
clkinv_1	0.67
nor2_1	0.42
nand2_4	0.27
a211oi_1	0.23
[power groups by stage]
stage         Clock (mW)  Combinational, mW  Sequential, mW
CTS                0.459              0.163           0.774
global route       0.489              0.185           0.777
finish             0.443              0.162           0.774
[layout make-up]
type	instances	area, µm²	share of cell area, %
flip-flops and latches	97	2292	50.03
multi-input cells	247	1540	33.62
repair buffers	37	365.4	7.974
well taps	129	161.4	3.523
clock buffers	9	123.9	2.703
clock inverters	7	72.57	1.584
inverters	7	26.28	0.5735
[metal layers]
| layer | track usage, % | part of all wire, % | vias up |
|---|---|---|---|
| met5 | 0 | 0 | - |
| met4 | 2.007 | 0.85 | 0 |
| met3 | 2.311 | 3.3 | 5 |
| met2 | 22.08 | 43 | 41 |
| met1 | 24.36 | 53 | 1241 |
| li1 | - | - | 1385 |
[flip-flops by register name, indices dropped and copies added, names as in the netlist]
| signal | flops |
|---|---|
| u2.fin_stop_bit | 1 |
| u2.rst_ctr | 1 |
| status | 4 |
| recv_data | 32 |
| u2.rxbuf | 8 |
| u2.rdata_ready | 1 |
| u2.start | 1 |
| u2.rdata | 8 |
| u2.status | 4 |
| u2.next | 1 |
| recv_valid | 1 |
| u2.reg1 | 3 |
| u2.counter | 32 |
[synthesized netlist by cell type (all sizes together) (7+ instances only)]
| master | number |
|---|---|
| buf | 10 |
| nor3 | 7 |
| nor2 | 47 |
| edfxtp | 35 |
| nand3 | 20 |
| xor2 | 13 |
| nand2 | 29 |
| nor4 | 12 |
| xnor2 | 12 |
| mux2i | 12 |
| o21ai | 7 |
| a21oi | 21 |
| nand4 | 13 |
| dfxtp | 62 |
[metrics by stage]
stage	total power [mW]	hold slack, ns	utilization, %	std cells
2_1_floorplan	0.9260	0.3674	-	367
3_3_place_gp	0.9520	0.4041	46.58	517
3_5_place_dp	0.9529	0.4191	46.58	517
4_1_cts	1.397	0.4346	48.66	533
5_1_grt	1.451	0.4533	48.66	533
6_report	1.379	0.4245	48.66	533
[logic make-up (layout without fill, tap and decap cells)]
family                     Yosys count  in the layout  synth area share (%)
xor gates and xnor gates            25             25                 5.538
adders and majority gates            6              6                 1.899
buffers and inverters               23             60                 3.069
and+or+nand+nor                    167            167                 23.10
muxes                               12             12                 3.038
AOI/OAI and AO/OA                   37             37                 5.380
DFF                                 97             97                 57.97
[path summary, 6_finish.rpt]
check / to / start / slack [ns]
setup / recovery: u2.counter[1] / rstn / 2.34
hold / removal: recv_valid / recv_valid / 0.42
setup reg to reg: u2.counter[31] / u2.status[0] / 2.97
hold reg to reg: recv_valid / recv_valid / 0.42
Power figures rest on the tool's default switching activity, not on a simulated workload.
