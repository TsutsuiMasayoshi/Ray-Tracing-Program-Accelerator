--- ./run.sh ---
#!/bin/bash
# OpenROAD 26Q1-2900-gdf79404cd8, Yosys 0.63+post, stock flow scripts
make -C /OpenROAD-flow-scripts/flow DESIGN_CONFIG=/design/flow/config.mk WORK_HOME=/design/flow/orfs finish
--- ./config.mk ---
export PLATFORM = sky130hd
export DESIGN_NAME = alu
export DESIGN_NICKNAME = alu
export VERILOG_FILES = /design/flow/design.v
export SDC_FILE = /design/flow/constraint.sdc
export NUM_CORES = 4
export LEC_CHECK = 1
export CORE_UTILIZATION = 40
--- ./constraint.sdc ---
current_design alu

set clk_period 30.9
set clk_io_pct 0.2

create_clock -name clk0 -period $clk_period

set non_clock_inputs [all_inputs -no_clocks]
set_input_delay [expr $clk_period * $clk_io_pct] -clock clk0 $non_clock_inputs
set_output_delay [expr $clk_period * $clk_io_pct] -clock clk0 [all_outputs]
--- ./design.v ---
module alu(input logic signed [31:0] scra,scrb,
           input logic[4:0] shamt,
           input logic[2:0] alucontrol,
           output logic[31:0] aluout);
 always_comb
   case(alucontrol)
     3'b011: aluout <= scrb << shamt;
     3'b100: aluout <= scrb >>> shamt;
     3'b010: aluout <= scra + scrb;
     3'b110: aluout <= scra - scrb;
     3'b000: aluout <= scra & scrb;
     3'b001: aluout <= scra | scrb;
     3'b101: aluout <= {scrb,16'b0000000000000000};
     3'b111: aluout <= (scra < scrb)?1:0;
     default:   aluout <= 1;
   endcase
endmodule
==> flow_summary_export.csv <==
group,metric,value,unit
worst_setup_path,endpoint_kind,"primary output",
die,ioPinCount,104,
sta,rsz0062_at_grt,"false",
routing,drt_wl_total,40700,µm
synth,ys_chip_area,0.00835,mm²
power,leakage,4.04,nW
routing,wl_met3,4000,µm
layout,area_delta_synth_final,13.2,%
worst_setup_path,cp.arrival,10.39,ns
placement,gp_congestion,1.04,
die,num_rows,52,
die,die_h,146,µm
clock_tree,cts_resized,0,
synth,synth_area_per_cell,6.46,µm²
routing,dr.max_layer_used,"met5",
routing,drc,0,
sta,tightest_slew,0.969,ns
sta,period_used_share,53.6,%
sta,finalMaxSlewViolations,0,
worst_hold_path,hold_class,"in2out",
worst_setup_path,path_delay_family,"AND-OR/OR-AND gates",
layout,ff_count,0,
clock_tree,post_cts_buffers,0,
sta,hold_slack,13.47,ns
layout,layout.cells.most_common,"a21oi_1",
routing,vias_per_cell,6.39,
routing,wl_met2,17800,µm
sta,period_minus_slack,16.56,ns
synth,yosysUniqueCellTypes,87,
die,core_area,0.0204,mm²
synth,syn_inst,1292,
worst_setup_path,slowest_stage,"clkdlybuf4s50_1",
placement,port-buffer-count,104,
layout,mi_logic_area,0.00755,mm²
flow_run,cap_violations,0,
worst_setup_path,path_buffers,3,
die,die-width,146,µm
die,initCoreUtil,41.0,%
worst_setup_path,crit_chain,"clkdlybuf4s50_1 > inv_1 > ha_1 > a21oi_1 > o211ai_1 > a32oi_1 > o22ai_1 > a2111oi_0 > a21oi_1 > xnor2_1 > nand2_1 > o2111ai_1 > clkdlybuf4s50_1",
routing,vias,10186,
status,outcome,"complete, no violations",
layout,fill_cells,2187,
placement,dp_cells,1593,
routing,wl_met1,16500,µm
synth,yosysSeqAreaShare,0,%
sta,finalHoldViolCount,0,
power,p_per_area,20.2,mW/mm²
sta,fmax,0.0604,GHz
sta,tns,0,ns
synth,ys_cells,1292,
synth,synth_area,0.00835,mm²
layout,drive_gt1_share,5.74,%
worst_setup_path,path_class,"in2out",
clock_tree,holdBufCountCts,0,
sta,setup_viol,0,
die,chip_area,0.0215,mm²
routing,antenna_left,0,
routing,drt-initial-drc-count,1128,
worst_setup_path,critPathLaunchType,"primary input",
power,ir_worst_vdd,0.00924,mV
layout,ff_latch_area,0,µm²
global_route,grtUsageTotal,38.1,%
routing,dr.pass1.iters,8,
layout,final_cells,1594,
flow_run,warnings,102,
worst_setup_path,cp.required,24.72,ns
global_route,grt_pass1_vias,9545,
layout,clkbuf_count,0,
layout,final_layout_top_logic_cells,"a21oi_1 (150), nor2_1 (134), nand2_1 (128)",
global_route,antenna_found_initial,2,
synth,yosys_warnings,1,
global_route,gr-total-overflow,0,
routing,wl_per_cell,25.5,µm
sta,slew-limit-headroom,34.7,%
global_route,grt_max_degree,77,
worst_setup_path,critPathMaxFanout,8,
power,power.total,0.190,mW
worst_setup_path,max_stage_delay,0.68,ns
placement,dp_hpwl,33300,µm
global_route,grt_pass1_wl,60500,µm
[power by group]
part	switching [mW]	internal [mW]
Clock	0	0.00000000369
Combinational	0.117	0.0738
Sequential	0	0
[final timing paths]
check / start / end / slack, ns / depth (start not counted)
worst max-delay path: scrb[4] / aluout[21] / 14.34 / 13
worst min-delay path: alucontrol[2] / aluout[25] / 13.47 / 6
[synthesized netlist by cell type, drive strengths merged (10+ instances only)]
library cell,count,area [µm²]
inv,100,375
o221ai,16,140
mux2,13,150
mux4,15,338
a21oi,151,759
ha,102,1280
o31ai,11,82.6
o211ai,19,143
a22oi,17,128
o21ai,112,564
nor2b,13,83.8
nor2,134,503
o22ai,18,119
nand2,128,480
a211oi,36,275
a31oi,13,96.3
and3,11,68.8
a221oi,14,123
xnor2,22,193
mux2i,53,531
buf,33,185
o21bai,17,128
nor3,23,120
nand2b,17,106
clkbuf,61,229
nand3,14,70.1
o21a,10,75.1
[cells by family after synthesis]
logic type      share of synthesized area [%]
simple gates                             21.1
mux                                      12.2
fa+ha+maj                                15.8
xor+xnor                                 2.83
buf+inv                                  9.50
compound gates                           38.5
[tightest hold or removal path, stage by stage]
cell and delay (ns):
buf_2 0.26, nor2_1 0.16, a2bb2oi_1 0.08, xnor2_1 0.13
o21ai_1 0.07, clkdlybuf4s50_1 0.40
[final cells by class]
type,count,share of cell area [%]
Multi-Input combinational cell,1097,80.0
Timing Repair Buffer,125,12.4
Antenna cell,1,0.0265
Inverter,101,4.01
Tap cell,270,3.58
[through the flow]
stage	cell area, µm²	setup slack [ns]	utilization [%]
after global routing	9450	14.01	46.4
after CTS	9450	14.43	46.4
after detailed placement	9450	14.45	46.4
after floorplan	8350	16.13	-
final	9450	14.34	46.4
after global placement	9450	14.45	46.4
[layer usage]
layer,track usage [%],up-vias
li1,-,4804
met1,50.4,4702
met2,58.7,580
met3,8.82,98
met4,18.2,2
met5,0,-
Power figures rest on the tool's default switching activity, not on a simulated workload.
