## flow/run.sh

```bash
#!/bin/bash
# OpenROAD 26Q1-2900-gdf79404cd8, Yosys 0.63+post, stock flow scripts
make -C /OpenROAD-flow-scripts/flow DESIGN_CONFIG=/design/flow/config.mk WORK_HOME=/design/flow/orfs finish
```

## flow/config.mk

```make
export PLATFORM = sky130hd
export DESIGN_NAME = hazard
export DESIGN_NICKNAME = hazard
export VERILOG_FILES = /design/flow/design.v
export SDC_FILE = /design/flow/constraint.sdc
export NUM_CORES = 4
export LEC_CHECK = 1
export CORE_AREA = 10 10 98 98
export DIE_AREA = 0 0 108 108
```

## flow/constraint.sdc

```tcl
current_design hazard

set clk_period 3.2
set clk_io_pct 0.2

create_clock -name clk0 -period $clk_period

set non_clock_inputs [all_inputs -no_clocks]
set_input_delay [expr $clk_period * $clk_io_pct] -clock clk0 $non_clock_inputs
set_output_delay [expr $clk_period * $clk_io_pct] -clock clk0 [all_outputs]
```

## flow/design.v

```verilog
module hazard(input logic[1:0] fpustall,readflag,
              input logic[6:0] rsd,rtd,rdd,rse,rte,rde,
              input logic[4:0] writerege,writeregm,writeregw,
              input logic[2:0] branch,
              input logic memtorege,memtoregm,memtoregw,
              input logic[1:0] regwritee,regwritem,regwritew,jump, 
              output logic stall,
              output logic[1:0] forwardad,forwardbd,forwardcd,forwardae,forwardbe,forwardce
              );
    logic lwstall,branchstall,jrstall;
    assign forwardae = (((rse=={2'b00,writeregm}) & regwritem == 2'b01) | ((rse=={2'b01,writeregm}) & regwritem == 2'b10))? 2'b10:(((rse == {2'b00,writeregw}) & regwritew == 2'b01) | ((rse=={2'b01,writeregw}) & regwritew == 2'b10))? 2'b01: 2'b00; 
    assign forwardbe = (((rte=={2'b00,writeregm}) & regwritem == 2'b01) | ((rte=={2'b01,writeregm}) & regwritem == 2'b10))? 2'b10:(((rte == {2'b00,writeregw}) & regwritew == 2'b01) | ((rte=={2'b01,writeregw}) & regwritew == 2'b10))? 2'b01: 2'b00;
    assign forwardce = (rde=={2'b00,writeregm}&regwritem==2'b01)? 2'b10:(rde=={2'b00,writeregw}&regwritew==2'b01)? 2'b01: 2'b00;
    assign forwardad = (((rsd == {2'b00,writeregm}) & regwritem == 2'b01) |((rsd == {2'b01,writeregm}) & regwritem == 2'b10))? 2'b10:(((rsd == {2'b00,writeregw}) & regwritew == 2'b01) |((rsd == {2'b01,writeregw}) & regwritew == 2'b10))? 2'b01:2'b00;
   assign forwardbd = (((rtd == {2'b00,writeregm}) & regwritem == 2'b01)|((rtd == {2'b01,writeregm}) & regwritem == 2'b10))? 2'b10:(((rtd == {2'b00,writeregw}) & regwritew == 2'b01)|((rtd == {2'b01,writeregw}) & regwritew == 2'b10))? 2'b01:2'b00;
    assign forwardcd = (rdd=={2'b00,writeregm}&regwritem==2'b01)? 2'b10:(rdd=={2'b00,writeregw}&regwritew==2'b01)? 2'b01: 2'b00;
    assign lwstall = (((rsd==rte) | (rtd == rte) | (rdd == rte)) & memtorege)? 1'b1:1'b0;
    assign branchstall = ((((branch[2] == 1'b1) & memtoregm & ({2'b01,writeregm} == rsd | {2'b01,writeregm} == rtd)) | ((branch[2] == 1'b1) & (regwritee == 2'b10) & ({2'b01,writerege} == rsd | {2'b01,writerege} == rtd))) |(((branch!=0) & memtoregm & ({2'b00,writeregm} == rsd | {2'b00,writeregm} == rtd)) | ((branch!=0) & (regwritee == 2'b01) & ({2'b00,writerege} == rsd | {2'b00,writerege} == rtd))))? 1'b1:1'b0;
    assign jrstall = ((jump == 2'b10) & memtoregm & ({1'b0,writeregm} == rsd))? 1'b1:1'b0;
    assign stall = (lwstall == 1 | branchstall == 1 | jrstall == 1 | fpustall > 0 | readflag != 0)? 1'b1:1'b0;
endmodule
```

==> ci_impl_report.md <==
### Yosys + OpenROAD results

| Metric | Value |
|---|---|
| Post-Syn Instances | approximately 190 |
| RSZ-0062 raised after global routing | yes |
| Worst Path Max Fanout | 2 |
| Vertical die size | 108 um |
| DR pass1 iterations | 4 |
| Seq/Total Area, Yosys | 0% |
| PortBufs | between 80 and 90 |
| CTS Hold Buffers Added | 0 |
| Tool warning count | 35 |
| Sequential cell area | 0 sq um |
| Setup-failing EPs final | 0 |
| Post-layout period usage | a little over nine tenths |
| Wire length per cell | about 15 um |
| Largest net degree at the start of global routing | 8 |
| Post-DP HPWL | around 5400 um |
| Hold WS | around 2000 ps |
| CP Capture Type | output pin |
| Leakage power | ~1.0 nW |
| Most numerous logic cells after layout | clkdlybuf4s50_1 (64), xnor2_1 (58), buf_4 (40) |
| RD Place Congestion | ~0.87 |
| Via density | just over 4 |
| Max VDD drop | approximately 24 uV |
| Least-Margin Pin Slew | approximately 330 ps |
| Final worst slack | 79.79 ps |
| Most used logic cell in the final layout | clkdlybuf4s50_1 |
| Ys Warns | 0 |
| # fillers | 771 |
| Die area | roughly 12,000 sq um |
| F_max | approximately 0.32 GHz |
| Dpl ws | -74.97 ps |
| Count of cell types in the netlist | 29 |
| Max stage delay cell, worst path | clkdlybuf4s50_1 |
| Crit-path max cell delay | about 500 ps |
| Crit path kind | in -> out |
| Clock buffers | 0 |
| Die Span X | ~110 um |
| Synth Cell Area | 1436 sq um |
| AND-OR/OR-AND share of the synthesized area | 7.666% |
| Site Rows | 32 |
| Worst hold path type | in -> out |
| Area delta synth->final | 87.37% |
| DRT iter0 DRCs | about 56 |
| Main logic family after synthesis | XOR/XNOR gates |
| GR Overflow Total | 0 |
| Core area | 7647 sq um |
| Max-slew headroom at the worst pin | 78.15% |
| CP Launch Type | input pin |
| Syn Area/Cell | 7.404 sq um |
| Ys cells | 194 |
| Total Routing Usage GR | 9.502% |
| XOR-XNOR Cells, Area Fraction | around 55% |
| Post-route ant nets | 0 |
| Crit path time final | between 3000 and 4000 ps |
| Fa+ha+maj area frac | 0% |
| Seq cells | 0 |
| Power Density | approximately 120 nW/um^2 |
| WP data required | between 2000 and 3000 ps |
| Vias in the first global route | approximately 1.8k |
| WL final | around 6000 um |
| Simple-gate portion of the synthesized area | 26.31% |
| First-pass GRT wire length | about 9000 um |
| Vias | approximately 1.6k |
| Max Slew Vio Count | 0 |
| Critical Path AT | 2480 ps |
| I/O Pins | ~88 |
| Final hold vios | 0 |
| Initial antenna violation count | 3 |
| YS chip area | around 1400 sq um |
| Layout cells sized above 1 | 18.27% |
| Drc violations | 0 |
| MaxCap Viol Count | 0 |
| Status | finished clean |
| Mux frac, synth | 0% |
| Logic cell area | between 1000 and 1500 sq um |
| Crit-path cells | clkdlybuf4s50_1 > xnor2_1 > nand4_1 > buf_4 > nor4_1 > buf_4 > clkdlybuf4s50_1 |
| Initial Utilization | 18.78% |
-- path summary, 6_finish.rpt --
kind                    startpoint            to  slack, ps  depth (start not counted)
worst max-delay path        rtd[1]  forwardbd[1]         80                          7
worst min-delay path  writeregw[3]  forwardbe[0]       1960                          6
-- where the power goes --
group          switching (mW)  internal (mW)  leakage [nW]     total, mW
Sequential                  0              0             0             0
Clock                       0   0.0000000835     0.0000127  0.0000000835
Combinational           0.131          0.183          1.04         0.314
-- area by class of cell --
type               count  area share (%)
multi-input cells    170           50.26
repair buffers       128           44.40
well taps            102           4.742
inverters              3          0.4184
diodes                 2          0.1860
-- repair_timing --
action | 4_1_cts | 5_1_grt
resized | 14 | 22
setup buffers | 0 | 1
cloned | 0 | 0
setup endpoints to repair | 8 | 10
pin swaps | 5 | 6
-- logic make-up (layout without fill, tap and decap cells) --
group	Yosys count	in the layout
other	0	2
buffers and inverters	24	131
AND-OR/OR-AND	17	17
XOR/XNOR	91	91
AND/OR/NAND/NOR	62	62
-- cells in the mapped netlist (all sizes together) --
master,number,share of area (%)
xnor2,58,35
xor2,33,20
buf,19,9.1
nand4,14,6.1
nor4,11,4.8
nor2,8,2.1
nor3,7,3.8
o21ai,6,2.1
a21oi,5,1.7
nand2,5,1.3
or4,5,2.6
inv,3,0.78
nand2b,3,1.3
clkbuf,2,0.70
nand3,2,0.70
nand4b,2,1.2
nor2b,2,0.87
a2111oi,1,1.0
a31oi,1,0.44
a41oi,1,0.61
and2,1,0.44
and4,1,0.61
o2111ai,1,0.61
o31a,1,0.61
o31ai,1,0.52
or2,1,0.44
-- layer usage --
metal  track usage, %  up-vias  wire length (um)
met3            2.470        2               335
met2            17.80       30              3236
met1            11.13      729              2398
li1                 -      878                 -
met5                0        -                13
met4          0.09542        2                 0
-- critical path, delay by kind of cell --
family                    cells  cell delay, ps
xor gates and xnor gates      1             150
buffers and inverters         4            1280
and+or+nand+nor               2             410
-- stage by stage --
stage | util [%] | setup TNS, ps | total power [mW] | cell area (sq um) | std cells
3_5_place_dp | 33.93 | -217.1 | 0.3098 | 2595 | 402
2_1_floorplan | - | 0 | 0.1501 | 1436 | 194
3_3_place_gp | 33.93 | -229.7 | 0.3082 | 2595 | 402
6_report | 35.19 | 0 | 0.3145 | 2691 | 405
5_1_grt | 35.19 | -51.94 | 0.3422 | 2691 | 405
4_1_cts | 33.84 | -6.710 | 0.3075 | 2587 | 402
No activity file was given, so power comes from the tool's default toggle rates.
